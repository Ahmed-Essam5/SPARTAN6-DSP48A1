===== ./run.sh =====
#!/bin/bash
# OpenROAD 26Q1-2900-gdf79404cd8, Yosys 0.63+post, stock flow scripts
make -C /OpenROAD-flow-scripts/flow DESIGN_CONFIG=/design/flow/config.mk WORK_HOME=/design/flow/orfs finish

===== ./config.mk =====
export PLATFORM = sky130hd
export DESIGN_NAME = DSP48A1_Project
export DESIGN_NICKNAME = DSP48A1_Project
export VERILOG_FILES = /design/flow/design.v
export SDC_FILE = /design/flow/constraint.sdc
export NUM_CORES = 4
export LEC_CHECK = 1
export CORE_UTILIZATION = 30

===== ./constraint.sdc =====
current_design DSP48A1_Project

set clk_period 20.9
set clk_io_pct 0.2

create_clock -name clk0 -period $clk_period [get_ports {clk}]

set non_clock_inputs [all_inputs -no_clocks]
set_input_delay [expr $clk_period * $clk_io_pct] -clock clk0 $non_clock_inputs
set_output_delay [expr $clk_period * $clk_io_pct] -clock clk0 [all_outputs]

===== ./design.v =====
module DSP48A1_Project (a,b,d,c,carryin,m,p,carryout,carryoutf,clk,opmode,cea,ceb,cec,cecarryin,ced,cem,ceopmode,cep,rsta,rstb,rstc,rstcarryin,rstd,rstm,rstopmode,rstp,bcin,bcout,pcin,pcout);
	parameter A0REG=0;
	parameter A1REG=1;
	parameter B0REG=0;
	parameter B1REG=1;
	parameter CREG=1;
	parameter DREG=1;
	parameter MREG=1;
	parameter PREG=1;
	parameter CARRYINREG=1;
	parameter CARRYOUTREG=1;
	parameter OPMODEREG=1;
	parameter CARRYINSEL="OPMODE5";  
	parameter B_INPUT="DIRECT";  
	parameter RSTTYPE="SYNC";  
	input [17:0]a,b,d;
	input [47:0]c;
	input carryin;
	output [35:0]m;
	output [47:0]p;
	output carryout,carryoutf;
	input clk;
	input [7:0]opmode;
	input cea,ceb,cec,cecarryin,ced,cem,ceopmode,cep;  
	input rsta,rstb,rstc,rstcarryin,rstd,rstm,rstopmode,rstp;  
	input [17:0]bcin;
	output [17:0]bcout;
	input [47:0]pcin;
	output [47:0]pcout;
	wire [17:0]wa0,wa1,wb0,wb1,wd;
	wire [47:0]wc;
	wire wcarryin;
	wire [7:0]wopmode;
	wire [17:0] Pre_Adder_Subtractor;
	wire [47:0] Post_Adder_Subtractor;
	wire wcarryout_prev;
	wire [35:0] wm;
	wire [17:0] b00;
	wire carryin00;
	wire [35:0] wm00;
	assign wm00=(wa1 * wb1);
	reg [47:0] X,Z;
	DSP48A1_Project_reg #(.WIDTH(18), .REGISTER(A0REG), .RSTTYPE(RSTTYPE)) duta0 (clk,cea,rsta,a,wa0);
	DSP48A1_Project_reg #(.WIDTH(18), .REGISTER(A1REG), .RSTTYPE(RSTTYPE)) duta1 (clk,cea,rsta,wa0,wa1);
	DSP48A1_Project_reg #(.WIDTH(18), .REGISTER(B0REG), .RSTTYPE(RSTTYPE)) dutb0 (clk,ceb,rstb,b00,wb0);
	DSP48A1_Project_reg #(.WIDTH(18), .REGISTER(B1REG), .RSTTYPE(RSTTYPE)) dutb1 (clk,ceb,rstb,((wopmode[4])?Pre_Adder_Subtractor:wb0),wb1);
	DSP48A1_Project_reg #(.WIDTH(18), .REGISTER(DREG), .RSTTYPE(RSTTYPE)) dutd (clk,ced,rstd,d,wd);
	DSP48A1_Project_reg #(.WIDTH(48), .REGISTER(CREG), .RSTTYPE(RSTTYPE)) dutc (clk,cec,rstc,c,wc);
	DSP48A1_Project_reg #(.WIDTH(1), .REGISTER(CARRYINREG), .RSTTYPE(RSTTYPE)) dutcarryin (clk,cecarryin,rstcarryin,carryin00,wcarryin);
	DSP48A1_Project_reg #(.WIDTH(36), .REGISTER(MREG), .RSTTYPE(RSTTYPE)) dutm (clk,cem,rstm,wm00,wm);
	DSP48A1_Project_reg #(.WIDTH(8), .REGISTER(OPMODEREG), .RSTTYPE(RSTTYPE)) dutopmode (clk,ceopmode,rstopmode,opmode,wopmode);
	DSP48A1_Project_reg #(.WIDTH(48), .REGISTER(PREG), .RSTTYPE(RSTTYPE)) dutP (clk,cep,rstp,Post_Adder_Subtractor,p);
	DSP48A1_Project_reg #(.WIDTH(1), .REGISTER(CARRYOUTREG), .RSTTYPE(RSTTYPE)) dutacarryout (clk,cecarryin,rstcarryin,wcarryout_prev,carryout);
	assign b00=(B_INPUT=="DIRECT")? b:(B_INPUT=="CASCADE")? bcin: 0;
	assign carryin00=(CARRYINSEL=="OPMODE5")? wopmode[5]:(CARRYINSEL=="CARRYIN")? carryin: 0;
	assign Pre_Adder_Subtractor=(wopmode[6])?(wd - wb0):(wd + wb0);
	assign {wcarryout_prev,Post_Adder_Subtractor}=(wopmode[7])?(Z - (X + wcarryin)):(Z + X + wcarryin);
	assign carryoutf=carryout;
	assign pcout=p;
	assign bcout=wb1;
	genvar i;
	generate
		for (i = 0;i <36;i=i+1) begin
			buf (m[i],wm[i]);
		end
	endgenerate
	always @(*) begin
		case (wopmode[1:0])
			2'b00:X=0;
			2'b01:X=wm;
			2'b10:X=p;
			2'b11:X={d[11:0],a[17:0],b[17:0]};
		endcase
	end
	always @(*) begin
		case (wopmode[3:2])
			2'b00:Z=0;
			2'b01:Z=pcin;
			2'b10:Z=p;
			2'b11:Z=wc;
		endcase
	end
endmodule
module DSP48A1_Project_reg (clk,enable,rst,in,out);
	parameter REGISTER=1;  
	parameter RSTTYPE="SYNC";
	parameter WIDTH=18;
	input clk,enable,rst;
	input [WIDTH-1:0] in;
	output reg [WIDTH-1:0] out;
	generate
		if (REGISTER==0) begin
			always @(*) begin
				out=in;
			end
		end
		else if (RSTTYPE=="ASYNC") begin
			always @(posedge clk or posedge rst) begin
				if(rst) begin
					out<=0;
				end
				else if (enable) begin
					out<=in;
				end
			end
		end
		else begin
			always @(posedge clk) begin
				if(enable) begin
					if (rst) begin
						out<=0;
					end
					else begin
						out<=in;
					end
				end
			end
		end
	endgenerate
endmodule

==> qor.yml <==
outcome: "finished clean"
die_area_mm2: 0.0931
die_height_um: 305
mux_area_share_pct: 4.72
synthTopCellsByCount: "inv_1 (453), nand2_1 (289), ha_1 (267), fa_1 (261), edfxtp_1 (196)"
cts_setup_buffers: 0
clkTransAtPathRegs_ns: 0.08
path_max_fanout: 6
yosys.area_share.simple_pct: 15.6
relSlewSlack_pct: 43.9
yosysWarnings: 7
cap_viol_max_count: 0
ys_types: 91
most_common_cell: "inv_1"
ys_ff: 196
fin_crit_ns: 8.73
vias: 22198
port_buffers: 326
power_density_mw_per_mm2: 168
core-area_mm2: 0.0906
dp.cells: 4405
crit_slowest_cell: "clkdlybuf4s50_1"
antenna_left: 0
yosysChipArea_mm2: 0.0276
synth-async-reset-ratio_pct: 0
hold_ws_ns: 0.554
report.final.hold_viol_count: 0
finalMaxSlewViolations: 0
top_level_ports: 346
cts_buffer_depth: 2
cp_cell_sequence: "clkdlybuf4s50_1 > mux2_2 > a22oi_1 > fa_1 > inv_1 > fa_1 > a21oi_1 > o211a_1 > nor3_1 > o31ai_2 > o31ai_2 > a41oi_1 > a31oi_1 > a21o_1 > xnor2_1 > o22ai_1"
drive_gt1_share_pct: 6.41
via_per_inst: 5.00
worstSetupEndpointType: "flip-flop"
fillers: 9175
fin_util_pct: 35.9
cp_data_required_time_ns: 21.11
wl_per_cell_um: 20.8
cts_tree: "done"
rsz0062_at_grt: "false"
insertion_delay_ns: 0.51
finalSetupViolCount: 0
finalCritPeriodShare_pct: 41.8
worstPathArrival_ns: 8.94
post-synth-top-area-fraction_pct: 21.4
ys_top_logic_family: "adder cells"
edf_count: 196
ys.flop_type: "edfxtp_1"
aoi_share_pct: 13.7
cts.sinks: 196
gp_congestion: 0.939
yosysTopAreaCell: "edfxtp_1"
layout.cells.non_filler: 4440
overflow: 0
drc_errors: 0
warnings: 91
power.total_mw: 5.45
synth.area.top_cells: "edfxtp_1 (21%), fa_1 (19%), ha_1 (12%)"
ys_seq_share_pct: 21.4
crit_type: "in -> reg"
wl_um: 92200
areaGrowthSynthToFinish_pct: 17.9
min_path_type: "reg -> reg"
ys_sh_xor_pct: 4.32
ys_cells: 3026
rows: 110
cts-resized-gates: 0
fin_skew_ns: 0.0223
grt_pass1_vias: 22668
cp-start-kind: "input pin"
syn_inst: 3026
grt_max_degree: 50
leakage_nw: 14.5
crit_family: "AND-OR/OR-AND gates"
synthAdderAreaFrac_pct: 31.1
postCtsHoldBufs: 0
setup_tns_ns: 0
die_w_um: 305
path_buffers: 2
timing.fmax_mhz: 115
hpwl_um: 72800
worst_slew_pin_slew_ns: 0.842
root_buffer: "clkbuf_16"
first_pass_iters: 5
cts_buffers: 17
slowest_delay_ns: 0.71
fp_util_pct: 30.4
h-tree-depth: 4
irDropWorstVdd_mv: 0.229
synth_area_mm2: 0.0276
syn_avg_cell_area_um2: 9.11
antenna_found_initial: 18
grt_usage_pct: 20.9
drt-initial-drc-count: 1265
grt_pass1_wl_um: 140000
## worst reg2reg max path: cells and delay by family, from the launching register on
family          cells  cell delay, ns
compound gates      6            1.75
xor+xnor            1            0.21
fa+ha+maj           7            3.29
buf+inv             4            0.21
flops               1            0.75
simple gates        4            0.67
## final cells by class
class                      instances  area (um^2)  share of cell area [%]
sequential                       196         5890                    18.1
clock buffer                      17          425                    1.31
multi-input combinational       2198        19100                    58.8
clock inverter                    15          228                   0.701
inverter                         455         1710                    5.26
tap                             1176         1470                    4.53
antenna                            3         7.51                  0.0231
timing repair buffer             380         3650                    11.2
## cell usage in the layout (no fill, tap or decap), types with 86 or more instances in the layout
cell,netlist,routed
inv_1,453,453
clkdlybuf4s50_1,0,322
nand2_1,289,289
ha_1,267,267
fa_1,261,261
edfxtp_1,196,196
nor2_1,176,176
a21oi_1,152,152
and2_1,140,140
nor2b_1,132,130
mux2_2,86,86
## power breakdown
part | total (mW) | switching, mW | internal (mW)
clock | 0.380 | 0.194 | 0.186
combinational | 4.39 | 2.63 | 1.77
sequential | 0.673 | 0.0750 | 0.598
total | 5.45 | 2.90 | 2.55
## cells by family after synthesis
family / Yosys count
AND-OR/OR-AND: 538
flip-flops: 196
XOR/XNOR: 136
buffers and inverters: 632
adder cells (fa/ha/maj): 528
AND/OR/NAND/NOR: 877
multiplexers: 119
## through the flow
stage,instance area [um^2],setup slack (ns)
finish,32500,12.17
global route,32500,12.03
CTS,32500,12.29
detailed placement,31800,11.74
global placement,31800,11.73
floorplan,27600,13.15
## final timing paths
kind | cells after the start | slack [ns] | startpoint | end
setup / recovery | 16 | 12.17 | b[0] | dutP.out[46]
hold / removal | 1 | 0.55 | dutopmode.out[5] | dutcarryin.out
setup reg to reg | 22 | 13.73 | duta1.out[4] | dutm.out[30]
hold reg to reg | 1 | 0.55 | dutopmode.out[5] | dutcarryin.out
## per-layer routing
metal / wire [um] / part of all wire [%] / track usage (%) / vias up
met3: 10600 / 12 / 9.68 / 119
met4: 1790 / 1.9 / 3.31 / 24
met5: 144 / 0.16 / 0 / -
met2: 41300 / 45 / 31.7 / 838
met1: 38300 / 42 / 28.3 / 10730
li1: - / - / - / 10487
## registers in the layout, summed over array words and instances, names as in the netlist
| name | flops |
|---|---|
| dutP.out | 48 |
| duta1.out | 18 |
| dutacarryout.out | 1 |
| dutb1.out | 18 |
| dutc.out | 48 |
| dutcarryin.out | 1 |
| dutd.out | 18 |
| dutm.out | 36 |
| dutopmode.out | 8 |
Power and IR drop assume default switching activity.
